### design/flow/config.mk
export PLATFORM = sky130hd
export DESIGN_NAME = Control_Unit
export DESIGN_NICKNAME = Control_Unit
export VERILOG_FILES = /design/flow/design.v
export SDC_FILE = /design/flow/constraint.sdc
export NUM_CORES = 4
export LEC_CHECK = 1
export CORE_AREA = 10 10 75 75
export DIE_AREA = 0 0 85 85
### design/flow/constraint.sdc
current_design Control_Unit

set clk_period 2.2
set clk_io_pct 0.2

create_clock -name clk0 -period $clk_period [get_ports {clk}]

set non_clock_inputs [all_inputs -no_clocks]
set_input_delay [expr $clk_period * $clk_io_pct] -clock clk0 $non_clock_inputs
set_output_delay [expr $clk_period * $clk_io_pct] -clock clk0 [all_outputs]
### design/flow/design.v
module Control_Unit (
    input wire clk,
    input wire rst_n,
    input wire [6:0] instruction_opcode,
    output reg pc_write,
    output reg ir_write,
    output reg pc_source,
    output reg reg_write,
    output reg memory_read,
    output reg is_immediate,
    output reg memory_write,
    output reg pc_write_cond,
    output reg lorD,
    output reg memory_to_reg,
    output reg [1:0] aluop,
    output reg [1:0] alu_src_a,
    output reg [1:0] alu_src_b
);
localparam FETCH      = 4'b0000;
localparam DECODE     = 4'b0001;
localparam MEMADR     = 4'b0010;
localparam MEMREAD    = 4'b0011;
localparam MEMWB      = 4'b0100;
localparam MEMWRITE   = 4'b0101;
localparam EXECUTER   = 4'b0110;
localparam ALUWB      = 4'b0111;
localparam EXECUTEI   = 4'b1000;
localparam JAL        = 4'b1001;
localparam BRANCH     = 4'b1010;
localparam JALR       = 4'b1011;
localparam AUIPC      = 4'b1100;
localparam LUI        = 4'b1101;
localparam LW      = 7'b0000011;
localparam SW      = 7'b0100011;
localparam RTYPE   = 7'b0110011;
localparam ITYPE   = 7'b0010011;
localparam JALI    = 7'b1101111;
localparam BRANCHI = 7'b1100011;
localparam JALRI   = 7'b1100111;
localparam AUIPCI  = 7'b0010111;
localparam LUII    = 7'b0110111;
reg [3:0] state, next_state;
reg [6:0] opcode_reg;
always @(posedge clk or negedge rst_n) begin
    if (!rst_n) begin
        state <= FETCH;
        opcode_reg <= 7'b0000000;
    end else begin
        state <= next_state;
        if (state == DECODE)
            opcode_reg <= instruction_opcode;
    end
end
always @(*) begin
    case (state)
        FETCH: next_state = DECODE;
        DECODE: begin
            case (instruction_opcode)
                LW:       next_state = MEMADR;
                SW:       next_state = MEMADR;
                RTYPE:    next_state = EXECUTER;
                ITYPE:    next_state = EXECUTEI;
                JALI:     next_state = JAL;
                JALRI:    next_state = JALR;
                BRANCHI:  next_state = BRANCH;
                AUIPCI:   next_state = AUIPC;
                LUII:     next_state = LUI;
                default:  next_state = FETCH;
            endcase
        end
        MEMADR:     next_state = (opcode_reg == LW) ? MEMREAD : MEMWRITE;
        MEMREAD:    next_state = MEMWB;
        MEMWB:      next_state = FETCH;
        MEMWRITE:   next_state = FETCH;
        EXECUTER:   next_state = ALUWB;
        ALUWB:      next_state = FETCH;
        EXECUTEI:   next_state = ALUWB;
        JAL:        next_state = FETCH;
        JALR:       next_state = FETCH;
        BRANCH:     next_state = FETCH;
        AUIPC:      next_state = FETCH;
        LUI:        next_state = FETCH;
        default:    next_state = FETCH;
    endcase
end
always @(*) begin
    pc_write       = 0;
    ir_write       = 0;
    pc_source      = 0;
    reg_write      = 0;
    memory_read    = 0;
    is_immediate   = 0;
    memory_write   = 0;
    pc_write_cond  = 0;
    lorD           = 0;
    memory_to_reg  = 0;
    aluop          = 2'b00;
    alu_src_a      = 2'b00;
    alu_src_b      = 2'b00;
    case (state)
        FETCH: begin
            memory_read  = 1;
            ir_write     = 1;
            pc_write     = 1;
            alu_src_a    = 2'b00;
            alu_src_b    = 2'b01;
            aluop        = 2'b00;
        end
        DECODE: begin
            alu_src_a = 2'b10;
            alu_src_b = 2'b10;
            aluop     = 2'b00;
        end
        MEMADR: begin
            alu_src_a = 2'b10;
            alu_src_b = 2'b10;
            aluop     = 2'b00;
        end
        MEMREAD: begin
            memory_read = 1;
            lorD        = 1;
        end
        MEMWB: begin
            reg_write     = 1;
            memory_to_reg = 1;
        end
        MEMWRITE: begin
            memory_write = 1;
            lorD         = 1;
        end
        EXECUTER: begin
            alu_src_a = 2'b01;
            alu_src_b = 2'b00;
            aluop     = 2'b10;
        end
        ALUWB: begin
            reg_write     = 1;
            memory_to_reg = 0;
        end
        EXECUTEI: begin
            alu_src_a    = 2'b01;
            alu_src_b    = 2'b10;
            aluop        = 2'b10;
            is_immediate = 1;
        end
        JAL, JALR: begin
            pc_write   = 1;
            pc_source  = 1;
            reg_write  = 1;
        end
        BRANCH: begin
            alu_src_a     = 2'b01;
            alu_src_b     = 2'b00;
            aluop         = 2'b01;
            pc_write_cond = 1;
            pc_source     = 1;
        end
        AUIPC, LUI: begin
            reg_write = 1;
        end
    endcase
end
endmodule
### design/flow/run.sh
#!/bin/bash
# OpenROAD 26Q1-2900-gdf79404cd8, Yosys 0.63+post, stock flow scripts
make -C /OpenROAD-flow-scripts/flow DESIGN_CONFIG=/design/flow/config.mk WORK_HOME=/design/flow/orfs finish
==> flow_summary.json <==
{
  "place_area_mm2": 0.00108,
  "holdCritPathClass": "reg2reg",
  "cts_buffer_depth": 2,
  "synth-edff-count": 0,
  "worst_slack_ps": 75.1,
  "drive_gt1_frac": 0.270,
  "crit_type": "reg2out",
  "crit_fanout": 6,
  "p_total_w": 0.00109,
  "postSynthSeqShare": 0.341,
  "syn-instance-count": 86,
  "first_pass_iters": 4,
  "overflow": 0,
  "slew_violations": 0,
  "p_clk_frac": 0.178,
  "synth-seq-cells": 11,
  "fin_crit_sh": 0.966,
  "initCoreUtil": 0.199,
  "rrSetupSlack_ps": 570,
  "worstSetupStartpoint": "state[0]",
  "first_global_vias": 733,
  "tightest_slew_ps": 487,
  "layout_min_cycle_time_ps": 2120,
  "cp-end-kind": "output port",
  "warnings": 30,
  "dominantRegCellSynth": "dfrtp_1",
  "slew_headroom": 0.674,
  "startpoint_type": "flip-flop",
  "nFillCells": 400,
  "p_comb_frac": 0.516,
  "dp_hpwl_um": 1630,
  "clk_pin_slew_ps": 50,
  "io_buffers": 24,
  "fin_skew_ps": 3.81,
  "min_from": "opcode_reg[3]",
  "intPower_w": 0.000765,
  "r2r_start": "state[0]",
  "max-cap-violations": 0,
  "gp_congestion": 0.888,
  "synthesis.area_um2": 807,
  "core_area_mm2": 0.00406,
  "clock_latency_ps": 230,
  "lay_top_cells": "clkdlybuf4s50_1, dfrtp_1, nor2_1, mux2_2",
  "synth_cell_types": 35,
  "hold_viol": 0,
  "lay_top_count": "clkdlybuf4s50_1",
  "cellPowerDensity_mw_per_mm2": 910,
  "sequentialPowerShare": 0.305,
  "largest_reg_flops": 7,
  "antennaDiodeCount": 0,
  "antenna_found_initial": 0,
  "yosysCellCount": 86,
  "cts-root-buf": "clkbuf_8",
  "async_reset_ff_frac": 1.00,
  "post-route-cell-area_mm2": 0.00120,
  "wl_um": 2050,
  "netSwitchingFraction": 0.297,
  "grt_pass1_wl_um": 3440,
  "avgViaCountPerCell": 4.32,
  "max_freq_mhz": 471,
  "place_inst": 156,
  "grt_max_degree": 12,
  "final_util": 0.295,
  "die_w_um": 85,
  "ant_nets": 0,
  "p_leak_nw": 0.485,
  "power_switching_w": 0.000324,
  "cp.arrival_ps": 1680,
  "syn_to_final_growth_pct": 48.2,
  "wl_per_cell_um": 12.4,
  "ctsHtreeMaxLevel": 1,
  "cp.required_ps": 1760,
  "grtUsageTotal": 0.0554,
  "outcome": "finished, final reports clean",
  "rows": 23,
  "die_y_um": 85,
  "drtIter0Drc": 24,
  "io_pins": 25,
  "cts_made_buffers": 3,
  "final_cells": 165,
  "ys_warn_count": 1,
  "cts.sinks": 11,
  "peakVddDrop_uv": 629,
  "drc": 0,
  "setup_viol": 0,
  "ys_area_um2": 807,
  "design.die.area_mm2": 0.00723,
  "place_ws_ps": 141,
  "vias": 712,
  "cts_tree": "built",
  "syn_area_per_cell_um2": 9.38
}
## final cells by class
cell class	instances	area, µm²	area share
Sequential cell	11	278	0.232
Tap cell	50	62.6	0.0523
Multi-Input combinational cell	65	504	0.422
Clock buffer	4	45.0	0.0377
Timing Repair Buffer	30	288	0.241
Inverter	5	18.8	0.0157
## power by group through the flow
stage     Combinational (W)  Sequential (W)  Clock [W]
4_1_cts            0.000543        0.000332   0.000202
5_1_grt            0.000625        0.000346   0.000216
6_report           0.000562        0.000332   0.000194
## layer usage
layer,vias to the layer above,part of all wire,track usage
li1,352,-,-
met3,2,0.10,0.0289
met5,-,0,0
met2,23,0.43,0.0824
met4,0,0.0034,0.00449
met1,335,0.47,0.0724
## synth_stat cells (2+ instances only)
master    instances  area share
o21ai_0           4       0.025
buf_4             2       0.019
nor2b_1           2       0.016
mux2_2            7       0.098
nand2_1           6       0.028
mux2i_1           3       0.037
nand3_1           2       0.012
nand2b_1          4       0.031
ha_1              5       0.078
dfrtp_1          11        0.34
inv_1             4       0.019
nor2_1            7       0.033
buf_2             2       0.012
and2_1            6       0.047
## critical path, cell delays in order, from the launching register on
cell,delay (ps)
dfrtp_1,390
inv_2,100
ha_2,250
nand2_1,130
o21ai_0,90
clkdlybuf4s50_1,500
## final timing paths
check,end,cells after the start
worst max register to register,opcode_reg[6],4
max in group asynchronous,state[2],1
min in group asynchronous,opcode_reg[2],1
worst min register to register,opcode_reg[3],1
worst min-delay path,opcode_reg[3],1
worst max-delay path,alu_src_a[0],5
## logic make-up (layout without fill, tap and decap cells)
family	count (synthesis)	after routing	synth area share
AOI/OAI and AO/OA	10	10	0.0899
xor gates and xnor gates	1	1	0.0109
adders and majority gates	5	5	0.0775
buffers and inverters	10	39	0.0682
DFF	11	11	0.341
muxes	10	10	0.135
and+or+nand+nor	39	39	0.278
## what timing repair did
item	4_1_cts	5_1_grt
setup buffers	2	3
endpoints found under the setup margin	5	5
resized	6	5
gates cloned	0	0
hold buffers	0	0
## through the flow
stage	setup TNS, ps	hold slack, ps
4_1_cts	-0.306	500
5_1_grt	-0.00289	526
3_3_place_gp	0	487
2_1_floorplan	0	144
3_5_place_dp	0	490
6_report	0	498
Power and IR drop assume default switching activity.
